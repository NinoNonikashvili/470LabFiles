$ cat flow/config.mk
export PLATFORM = sky130hd
export DESIGN_NAME = pcModule
export DESIGN_NICKNAME = pcModule
export VERILOG_FILES = /design/flow/design.v
export SDC_FILE = /design/flow/constraint.sdc
export NUM_CORES = 4
export LEC_CHECK = 1
export CORE_AREA = 10 10 93 93
export DIE_AREA = 0 0 103 103
$ cat flow/design.v
`timescale 1ns / 1ps
module pcModule(
	input select, clk,
	input[7:0] jump_adress,
	output reg[7:0] pc_out, pc_out2	
    );
	reg [7:0]next_instruction=1, pc=0;
	 always @(*)
	 begin
	 case(select)
	 0: begin pc=next_instruction;
		       next_instruction=pc+1;
		 end
	 1: pc=jump_adress;
	endcase
	 end
	always @(posedge clk)
	begin
	pc_out=pc;
	pc_out2=pc+2;
	end
endmodule
$ cat flow/constraint.sdc
current_design pcModule

set clk_period 2.1
set clk_io_pct 0.2

create_clock -name clk0 -period $clk_period [get_ports {clk}]

set non_clock_inputs [all_inputs -no_clocks]
set_input_delay [expr $clk_period * $clk_io_pct] -clock clk0 $non_clock_inputs
set_output_delay [expr $clk_period * $clk_io_pct] -clock clk0 [all_outputs]
$ cat flow/run.sh
#!/bin/bash
# OpenROAD 26Q1-2900-gdf79404cd8, Yosys 0.63+post, stock flow scripts
make -C /OpenROAD-flow-scripts/flow DESIGN_CONFIG=/design/flow/config.mk WORK_HOME=/design/flow/orfs finish
==> flow_summary.ini <==
; implementation run metrics
[run_status]
status = finished clean

[cts]
ctsResizeCount = 0
clockBufferDepth = 2
root_buffer = clkbuf_8
cts_tree = yes
htree_levels = 1
post_cts.repair.setup_buffers = 0
numCtsBuffers = 3
clk_pin_slew_worst_paths_ps = 60
cts_hold_buf = 0

[logic_synthesis]
yosys-top-cells-count = dfxtp_1, dlxtn_1, mux2_2, xor2_1
synth.top_cell.area_share = 0.381
yosysTopAreaCell = dfxtp_1
ys.warnings.count = 9
ff_type = dfxtp_1
topCellsByArea = dfxtp_1, dlxtn_1, mux2_2
async_flop_share = 0
synth_flops = 23
yosysMostFrequentCell = dfxtp_1
synth_stat.cells = 69
syn_inst = 69
yosysUniqueCellTypes = 21
synth.avg_cell_area_um2 = 11.4
syn-cell-area_um2 = 788
yosys_area_um2 = 788
edf_count = 0

[power]
p_per_area_mw_per_mm2 = 551
total_power_uw = 640
leakage_nw = 0.474
peakVddDrop_mv = 0.146

[die]
io_pins = 26
fp.dieH_um = 103
dieWidth_um = 103
chipArea_mm2 = 0.0106
core_mm2 = 0.00676
row_count = 30
initCoreUtil = 0.117

[place]
dpl.cell_count = 172
place_hpwl_mm = 1.67
dpl_worst_slack_ps = 74.3
placed_area_mm2 = 0.00111
routabilityCongestion = 0.767
portBuffers = 25

[route]
wl_per_cell_um = 11.2
viasPerCell = 3.23
first_pass_iters = 3
ant_nets = 0
routed_wirelength_mm = 1.97
first_iter_violations = 14
via_count = 569
antennaDiodeCount = 0
drc_errors = 0

[final_layout]
areaGrowthSynthToFinish_pct = 47.3
final_util = 0.172
stdcell_count = 176
drive_gt1_frac = 0.135
stdcell_area_mm2 = 0.00116

[global_routing]
grt-ovfl-total = 0
grt_pass1_vias = 581
grtUsageTotal = 0.0368
grt_max_degree = 22
antenna_found_initial = 0
grt_pass1_wl_mm = 3.00

[final_timing]
finalCriticalPeriod_ps = 1770
fmax_mhz = 564
relSlewSlack = 0.861
setup-tns-final_ps = 0
timing.final.max_slew_violations = 0
fin_crit_sh = 0.844
fin_ws_ps = 327
unclocked_regs = 8
hold_viol_final = 0
setup_viol = 0
tightest_slew_ps = 208
whs_ps = 740
rsz0062_at_grt = no
unconstrained_endpoints = 8

[flow_run]
tool_warnings = 25
cap_violations = 0

[setup_path]
cp-end-kind = register
critPathLaunchType = input pin
cp_data_arrival_time_ps = 1950
cp.required_ps = 2280
criticalPathCategory = in2reg
crit_path_max_fanout = 4

[worst_hold_path]
hold_class = in2reg
## state kept, by name (all words and copies together) (netlist names)
| register | cells |
|---|---|
| next_instruction | 8 |
| pc_out2 | 8 |
| pc_out | 7 |
## power by group
| part | switching (mW) | internal, mW | total (mW) |
|---|---|---|---|
| sequential | 0.00609 | 0.311 | 0.317 |
| combinational | 0.0260 | 0.0646 | 0.0906 |
| clock | 0.0992 | 0.133 | 0.232 |
| total | 0.131 | 0.509 | 0.640 |
## cell usage in the layout, fill, tap and decap left out
cell,instances
nand4_1,3
and2_1,1
nand3_1,4
a22oi_2,2
clkinvlp_4,1
nand3b_1,1
mux2_2,6
buf_4,1
inv_1,2
clkdlybuf4s50_1,25
dfxtp_1,15
clkbuf_8,3
xnor2_1,5
dlxtn_1,8
ha_1,2
nand2_1,5
nor2_1,1
nand4b_1,2
nand2b_1,1
xor2_1,6
o21ai_0,1
and4_1,1
## metal layers
| layer | wire length [um] | track usage | vias to the layer above |
|---|---|---|---|
| li1 | - | - | 291 |
| met1 | 776 | 0.0418 | 264 |
| met2 | 1020 | 0.0644 | 12 |
| met3 | 149 | 0.0122 | 2 |
| met4 | 29 | 0.00963 | 0 |
| met5 | 0 | 0 | - |
## logic make-up (layout without fill, tap and decap cells)
kind of cell | count (synthesis) | count (layout) | synth area share
AND-OR/OR-AND | 3 | 3 | 0.0381
XOR/XNOR | 11 | 11 | 0.122
adder cells (fa/ha/maj) | 2 | 2 | 0.0317
buffers and inverters | 5 | 32 | 0.0524
flip-flops | 15 | 15 | 0.381
latches | 8 | 8 | 0.152
multiplexers | 6 | 6 | 0.0857
AND/OR/NAND/NOR | 19 | 19 | 0.137
## critical path: stages
cell and delay, ps:
clkdlybuf4s50_1 460, nand2b_1 160, and2_1 140, inv_1 70, ha_1 240, nand4b_1 130
a22oi_2 180, xor2_1 150
## layout make-up
class	count	area, um^2
clock buffer	3	41.3
timing repair buffer	26	258
inverter	2	7.51
fill	754	5600
sequential	23	420
tap	80	100
multi-input combinational	41	327
clock inverter	1	7.51
## worst paths after layout
kind	start	to	slack, ps	cells after the start
hold / removal	jump_adress[0]	pc_out2[0]	740	3
setup / recovery	select	pc_out2[7]	330	8
No activity file was given, so power comes from the tool's default toggle rates.
