$ cat /design/flow/constraint.sdc
current_design aluModule

set clk_period 32.2
set clk_io_pct 0.2

create_clock -name clk0 -period $clk_period

set non_clock_inputs [all_inputs -no_clocks]
set_input_delay [expr $clk_period * $clk_io_pct] -clock clk0 $non_clock_inputs
set_output_delay [expr $clk_period * $clk_io_pct] -clock clk0 [all_outputs]
$ cat /design/flow/config.mk
export PLATFORM = sky130hd
export DESIGN_NAME = aluModule
export DESIGN_NICKNAME = aluModule
export VERILOG_FILES = /design/flow/design.v
export SDC_FILE = /design/flow/constraint.sdc
export NUM_CORES = 4
export LEC_CHECK = 1
export CORE_UTILIZATION = 30
$ cat /design/flow/design.v
`timescale 1ns / 1ps
module aluModule(
	input[31:0] A, B,
	input [1:0] op,
	input [5:0] cmd,
	output reg[31:0] result=0,
	output  [3:0] flag  
    );
	 	 reg[1:0] carry_overflow; 
	 always @(*)
	 begin
	 case (op)
	 0: begin  
		case(cmd) 
		0: begin  
			result=A&B;	
			carry_overflow=0;
			end
		1: begin  
			result=A^B;
			carry_overflow=0;
			end
		2: begin  
			result=A-B;
			if(A<B)
			carry_overflow[1]=1;  
			else
			carry_overflow[1]=0;
			if(A[31]!=B[31]&&result[31] !=A[31])
			carry_overflow[0]=1;  
			else
			carry_overflow[0]=0; 
			end
		3: begin  
			result=B-A;
			if(A>B)
			carry_overflow[1]=1;
			else
			carry_overflow[1]=0;
			if(A[31]!=B[31]&&result[31] !=B[31])
			carry_overflow[0]=1;
			else
			carry_overflow[0]=0;
			end
		4: begin  
			result=A+B;
			if((A>result)||(B>result))
			carry_overflow[1]=1;   
			else
			carry_overflow[1]=0;
			if(A[31]==B[31] &&A[31]!=result[31])
			carry_overflow[0]=1;
			else
			carry_overflow[0]=0;  
			end
		10:begin  
			result=A-B;
			if(A<B)
			carry_overflow[1]=1;
			else
			carry_overflow[1]=0;
			if(A[31]!=B[31]&&result[31] !=A[31])
			carry_overflow[0]=1;
			else
			carry_overflow[0]=0;
		   end	
		12:begin  
			result=A|B;
			carry_overflow=0;			
			end 
 	default: begin result=0;
							end 
		endcase
		end
	 1: begin  
			if(cmd[3]==1)
				result=A+B; 
			else
				result=A;
		 if((A>result)||(B>result))
			carry_overflow[1]=1;   
			else
			carry_overflow[1]=0;
			if(A[31]==B[31] &&A[31]!=result[31])
			carry_overflow[0]=1;
			else
			carry_overflow[0]=0;  
		 end
	 2: begin  
		 result=A+B;  
		 if((A>result)||(B>result))
			carry_overflow[1]=1;   
			else
			carry_overflow[1]=0; 
			if(A[31]==B[31] &&A[31]!=result[31])
			carry_overflow[0]=1;
			else
			carry_overflow[0]=0;  
		 end 
	 default: begin result=0;
				end  
	endcase
	end 
	assign  flag[3]= (result[31]==1) ? 1:0;
	assign  flag[2]= (result==0) ? 1:0; 
	assign  flag[1:0] = carry_overflow;
endmodule
$ cat /design/flow/run.sh
#!/bin/bash
# OpenROAD 26Q1-2900-gdf79404cd8, Yosys 0.63+post, stock flow scripts
make -C /OpenROAD-flow-scripts/flow DESIGN_CONFIG=/design/flow/config.mk WORK_HOME=/design/flow/orfs finish
==> run summary <==
impl run done, here's what came out: Hold Vio Cnt, Final=0, endpoints left unconstrained=4, Lkg Pwr=5.51 nW, post-DR wirelength/cell=25.7 µm, yosys cell count=1640, # fillers=3903, first-pass GRT wire length=83.1 mm, # DRC=0, Final ANT Viol Nets=0, Tmin final=19.55 ns, Max IR drop VDD=0.00826 mV, maxcap violations=0, die height=195 µm, routed vias=13.4k, Post-Syn Instances=1640, io pins=108, area grow syn2layout=13.6%, Synth Warn #=1, DRT iter0 DRCs=1472, Initial Util=30.5%, Cell Area, Placed=12700 µm², largest net degree at the start of global routing=36, FP Rows=70, slew at the pin closest to its max-slew limit=1.06 ns, power density over the cells=22.0 nW/µm², Slew Limit Headroom=28.7%, outcome=completed, Log Warnings=131, number of enable flip-flop cells=0, total setup buffers inserted after CTS=0, Internal Dissipation=0.105 mW, dominant synthesized flop cell=dlxtn_1, Tightest Hold Check Type=in -> out, vias in the first global route=12.7k, Die Area=38100 µm², top cells, area=ha_1 (27%), a21oi_1 (7.2%), nor2_1 (4.7%), cell area after layout=12700 µm², Peak Freq=0.0511 GHz, register pins left without a clock=2, number of flip-flops in the largest register=2, Yosys chip area=11200 µm², Largest type area fraction=26.7%, setup tns final=0 ns, Startpoint Class=input port, # port buffers=108, core area=36700 µm², RD Place Congestion=1.02, CTS resizes=0, biggest area consumer among synthesized cells=ha_1, Max Slew Vio Count=0, RSZ-0062 raised after global routing=no, fin util=34.7%, Synth flops=2, Avg Cell Area, Syn=6.84 µm², Critical Path AT=13.11 ns, initial antenna violation count=1, WP data required=25.76 ns, Total Wirelength=55.7 mm, Critical Path End Type=primary output, Die Wd=195 µm, total gr overflow=0, all-layer global routing usage=29.2%, Post-Syn Area=11200 µm², Psw=0.175 mW, drt pass-1 iters=6, DP HPWL=45.6 mm, # placed instances=2163, share of cells above drive strength 1=3.42%, CP Class=in -> out, Net Sw Frac=62.5%, CTS Hold Bufs=0, fin cells=2165, fin crit share=60.7%, # setup viols final=0, Cell Type Count=92, ys async rst share=0%, Worst Path Max Fanout=7, post-DR vias/cell=6.19
==> power by group through the flow <==
| stage | sequential (mW) | clock [mW] | combinational, mW |
|---|---|---|---|
| 4_1_cts | 0.000653 | 0 | 0.272 |
| 5_1_grt | 0.000659 | 0 | 0.304 |
==> synth_stat cells, drive strengths merged (11+ instances only) <==
master   count
ha         239
a21oi      162
nor2       139
inv        138
nand2      108
o21ai      103
clkbuf      61
xnor2       50
nand3       44
nor3        44
a21o        33
nor2b       32
a31oi       25
nand4       24
o211ai      24
o31ai       24
nor4        22
a221oi      18
and3        18
a211oi      17
mux2i       17
buf         16
o21a        16
nand2b      15
o22ai       15
and2        13
a22oi       12
a211o       11
a2bb2oi     11
o21bai      11
or3         11
==> layer usage <==
metal,share of wire (%),global-route usage (%),wire [µm]
met2,41,42.0,22800
met3,9.8,5.92,5480
met1,46,43.6,25500
met5,0,0,0
met4,3.6,9.04,2000
==> cells by family (layout without fill, tap and decap cells) <==
group                    after synthesis  count (layout)  share of synthesized area (%)
AND-OR/OR-AND                        583             583                           35.0
AND/OR/NAND/NOR                      515             515                           23.3
adder cells (fa/ha/maj)              248             248                           27.7
buffers and inverters                219             274                           7.69
XOR/XNOR                              54              54                           4.34
multiplexers                          19              19                           1.72
latches                                2               2                          0.268
other                                  0               2                              0
==> per-stage QoR <==
stage	setup WS [ns]	hold slack (ns)	power, mW
after floorplan	15.42	12.97	0.172
after global placement	12.73	14.14	0.272
after detailed placement	12.82	14.15	0.271
after CTS	12.78	14.15	0.273
after global routing	12.48	14.22	0.304
final	12.65	14.16	0.280
==> final timing paths <==
| kind | depth (start not counted) | end | slack [ns] | startpoint |
|---|---|---|---|---|
| setup / recovery | 14 | flag[2] | 12.65 | B[1] |
| hold / removal | 4 | result[30] | 14.16 | A[30] |
==> critical path, stage by stage <==
cell and delay [ns]:
clkdlybuf4s50_1 0.67, inv_1 0.19, fa_1 0.48, nand2b_1 0.20, a2111oi_2 0.76, o21ai_1 0.47, o211ai_1 0.70, xnor2_1 0.36
o2111ai_1 0.39, or4b_1 0.72, or4_1 0.61, or4b_1 0.49, nor2_1 0.12, clkdlybuf4s50_1 0.47
==> area by class of cell <==
cell class,count,area [µm²],share of cell area [%]
antenna,2,5.00,0.0393
tap,468,586,4.60
multi-input combinational,1419,10300,81.1
inverter,142,533,4.19
timing repair buffer,132,1260,9.87
sequential,2,30.0,0.236
==> cells in the final DEF (no fill, tap or decap), types with 7 or more instances in the layout <==
cell             count
a221o_1              7
nand3_1             44
nand2b_1            15
a31oi_1             24
o2111ai_1           10
nor3_1              41
a21oi_1            162
a2bb2oi_1           11
mux2i_1             17
o21ai_0             97
o21bai_1            11
nand4_1             24
inv_1              135
a211o_1             11
a221oi_1            17
nor4_1              21
a21o_1              33
a22oi_1             12
and4_1               7
and2_1              12
o31ai_1             24
ha_1               239
nand2_1            108
and3_1              18
a211oi_1            16
o21a_1              16
nor2b_1             32
xnor2_1             50
clkdlybuf4s50_1    107
o221ai_1             7
o22ai_1             15
buf_4               24
or3_1               11
o211ai_1            24
nor2_1             139
or4_1               10
Power and IR drop assume default switching activity.
